==> design/flow/design.v <==
module full_adder (
  input  in1,
  input  in2,
  input  cin,
  output sum,
  output cout
);
  assign sum  = in1 ^ in2 ^ cin;
  assign cout = (in1 & in2) | (in1 & cin) | (in2 & cin);
endmodule
module restoring_divider #(
  parameter DIV_WIDTH = 32
) (
  input                      clk,
  input                      rst_n,
  input                      start,
  input                      sign,
  input      [DIV_WIDTH-1:0] in1,
  input      [DIV_WIDTH-1:0] in2,
  output     [DIV_WIDTH-1:0] q,
  output     [DIV_WIDTH-1:0] r,
  output reg                 ready
);
  localparam IDLE = 'd0, STARTING = 'd1, LOADING = 'd2, RUNNING = 'd3;
  reg  [DIV_WIDTH-1:0] a_reg;
  reg  [DIV_WIDTH-1:0] b_reg;
  reg  [DIV_WIDTH-1:0] q_cnt;
  wire [DIV_WIDTH-1:0] a_mux;
  wire [DIV_WIDTH-1:0] sub_out;
  wire sub_flag_z, sub_flag_n, sub_flag_c, sub_flag_v;
  wire in1_sign, in2_sign;
  reg [1:0] state, next_state;
  reg a_sel;
  reg a_reg_en, b_reg_en;
  wire add_sub;
  reg q_cnt_en, q_cnt_rst;
  wire q_neg;
  reg  stop;
  ripple_carry_adder #(
    .BUS_WIDTH(DIV_WIDTH)
  ) rca (
    .add_sub_b(~add_sub),
    .sign     (sign),
    .in1      (a_reg),
    .in2      (b_reg),
    .out      (sub_out),
    .z        (sub_flag_z),
    .n        (sub_flag_n),
    .c        (sub_flag_c),
    .v        (sub_flag_v)
  );
  assign a_mux    = a_sel ? in1 : sub_out;
  assign in1_sign = in1[DIV_WIDTH-1];
  assign in2_sign = in2[DIV_WIDTH-1];
  assign q        = q_neg ? ~(q_cnt) + 1 : q_cnt;
  assign r        = a_reg;
  always @(posedge clk) begin
    if (a_reg_en) a_reg <= a_mux;
    if (b_reg_en) b_reg <= in2;
    if (q_cnt_en) q_cnt <= q_cnt + 1;
    if (q_cnt_rst) q_cnt <= 'd0;
    if (rst_n == 'b0) begin
      a_reg <= 0;
      b_reg <= 0;
      q_cnt <= 0;
    end
  end
  assign add_sub = (sign) ? (in1_sign ^ in2_sign) : 'b0;
  assign q_neg   = (sign) ? (in1_sign ^ in2_sign) : 'b0;
  always @(*) begin
    case (state)
      IDLE: begin
        stop      = 1;
        ready     = 1;
        a_sel     = 0;
        a_reg_en  = 0;
        b_reg_en  = 0;
        q_cnt_rst = 0;
        q_cnt_en  = 0;
      end
      STARTING: begin
        q_cnt_rst = 1;
        ready     = 0;
      end
      LOADING: begin
        a_sel     = 1;
        a_reg_en  = 1;
        b_reg_en  = 1;
        q_cnt_rst = 0;
      end
      RUNNING: begin
        b_reg_en = 0;
        a_sel    = 0;
        stop     = (sign) ? (in1_sign ^ sub_flag_n) : ~sub_flag_c;
        ready    = stop;
        q_cnt_en = ~stop;
        a_reg_en = ~stop;
      end
    endcase
  end
  always @(posedge clk) begin
    state <= next_state;
    if (rst_n == 'b0) begin
      state <= IDLE;
    end
  end
  always @(*) begin
    next_state = state;
    case (state)
      IDLE: begin
        if (start) next_state = STARTING;
      end
      STARTING: begin
        if (start == 'b0) next_state = LOADING;
      end
      LOADING: begin
        next_state = RUNNING;
      end
      RUNNING: begin
        if (ready) next_state = IDLE;
      end
    endcase
  end
endmodule
module ripple_carry_adder #(
  parameter BUS_WIDTH = 32
) (
  input                  add_sub_b,
  input                  sign,
  input  [BUS_WIDTH-1:0] in1,
  input  [BUS_WIDTH-1:0] in2,
  output [BUS_WIDTH-1:0] out,
  output                 z,
  output                 n,
  output                 c,
  output                 v
);
  wire [BUS_WIDTH:0] carry;
  assign carry[0] = add_sub_b;
  assign z        = ~(|out);
  assign n        = (sign) ? out[BUS_WIDTH-1] : 1'b0;
  assign c        = carry[BUS_WIDTH];
  assign v        = (sign) ? carry[BUS_WIDTH] ^ carry[BUS_WIDTH-1] : 1'b0;
  genvar i;
  generate
    for (i = 0; i < BUS_WIDTH; i = i + 1) begin : rca_slice
      full_adder fa (
        .cin (carry[i]),
        .in1 (in1[i]),
        .in2 (in2[i] ^ add_sub_b),
        .sum (out[i]),
        .cout(carry[i+1])
      );
    end
  endgenerate
endmodule
==> design/flow/run.sh <==
#!/bin/bash
# OpenROAD 26Q1-2900-gdf79404cd8, Yosys 0.63+post, stock flow scripts
make -C /OpenROAD-flow-scripts/flow DESIGN_CONFIG=/design/flow/config.mk WORK_HOME=/design/flow/orfs finish
==> design/flow/config.mk <==
export PLATFORM = sky130hd
export DESIGN_NAME = restoring_divider
export DESIGN_NICKNAME = restoring_divider
export VERILOG_FILES = /design/flow/design.v
export SDC_FILE = /design/flow/constraint.sdc
export NUM_CORES = 4
export LEC_CHECK = 1
export CORE_UTILIZATION = 50
==> design/flow/constraint.sdc <==
current_design restoring_divider

set clk_period 11.2
set clk_io_pct 0.2

create_clock -name clk0 -period $clk_period [get_ports {clk}]

set non_clock_inputs [all_inputs -no_clocks]
set_input_delay [expr $clk_period * $clk_io_pct] -clock clk0 $non_clock_inputs
set_output_delay [expr $clk_period * $clk_io_pct] -clock clk0 [all_outputs]
==> run summary <==
flow finished, numbers: run status=complete, but fails checks, violated checks=setup timing, Final Critical Period=roughly 14 ns, Hold Path Cell Cnt=2, WP data arrival=about 14 ns, total global-route track usage=between 20% and 30%, R2R Path End=a_reg[31]$_SDFFE_PN0P_, gp weighted congestion=0.849, starting DRC count in detailed routing=roughly 310, floorplan row count=about 41, vias per std cell=~5.3, max_slew headroom=approximately half, slowest cell delay on critical path=0.40 ns, maximum achievable frequency=between 0.07 and 0.08 GHz, sort of element at the end of the critical path=flop, iteration tally of the first detailed-router pass=4, Final Worst Setup Slack=-2.33 ns, antenna-violating nets left=0, Crit Reg-Reg Startpoint=b_reg[0]$_SDFFE_PN0P_, number of hold-slack violations in the final timing report=0, share of flip-flops with an asynchronous set or reset after synthesis=0%, setup TNS=-8.82 ns, average wire length per cell after detail routing=around 15 um, first-pass GRT wire length=approximately 23 mm, Mux cell area share=between 5 and 6%, worst-case clock skew=~0.0063 ns, end point of the most critical hold path=state[0]$_DFF_P_, number of flip-flops and latches in the synthesized netlist=between 100 and 150, ratio of total power to cell area=a little over 100 nW/um2, total length of routed wires=between 10 and 15 mm, Worst Setup Path Type=in -> reg, count of endpoints without a timing constraint=6, placeable core area=12,700 um2, met3 Track Usage GR=just over 5%, H-tree depth=3, number of synthesized flops with an enable pin=0, OpenROAD warning count=30, worst min-delay path startpoint=state[3]$_DFF_P_, largest area contributor in the netlist=dfxtp_1, launching element type of the critical path=input pin, count of hold-fix buffers inserted at cts=0, slew at the pin closest to its max-slew limit=0.765 ns, initial antenna violation count=0, post-placement setup slack=-3.25 ns, effective utilization at floorplan=around half, Cell Area, Synth=approximately 6500 um2, drt drc=0, met2 Resource Use GR=32.9%, leakage power=2.91 nW, Main synth FF type=dfxtp_1, Slowest-stage cell, CP=fa_1, Most Used Layer, Global Route=met1, fraction of the cycle the final worst path needs=121%, Num CTS Buffers=9, Late-Pin Clk Latency=about 0.35 ns, antenna diode instance count=0, overall die area=13,500 um2, post-synthesis cell count from yosys=between 600 and 700, Die Span Y=roughly 120 um, Root Buffer Master=clkbuf_16, Avg Cell Area, Syn=between 9 and 10 um2, count of unclocked register or latch pins=5, area share of the leading cell type in the synthesized netlist=between 30% and 40%, Synth Warn #=1, vias in the first global route=4,682, RSZ-0062 raised after global routing=true, yosys synthesis chip area=between 6000 and 7000 um2, CTS tree=yes, pin count of the biggest net entering global routing=between 70 and 80, remaining global-route overflow=0, critical path's most frequent cell=fa_2, tally of buffers added on design ports=~130, post-detail-place hpwl=approximately 9.5 mm, Top area cell types=dfxtp_1 31%, fa_1 9.5%, xnor2_1 8.5%, mux2i_1 5.7%, o211a_1 4.9%, required time of the worst setup path=approximately 11 ns, Worst R2R Setup Slack=-0.37 ns, Yosys cell types=54, Max Cap Violations=0, Final Setup Violations=7, GR Util met1=between 30 and 40%, biggest combinational cell group after synthesis=simple AND/OR/NAND/NOR gates, fa+ha+maj area frac=around 9.9%, depth of the worst register-to-register path=37, Top-Level Pins=about 130, worst hold-check path type=reg -> reg, ao+oa area frac=16.0%, Max Buffers Root-to-Sink=2, AND/OR/NAND/NOR Cells, Area Fraction=about 16%, clock slew seen by the registers of the worst setup and hold paths=roughly 0.070 ns, largest fanout on the critical path=2, total vias in the final route=approximately 5,000, number of slew-limit violations in the final report=0, Syn-to-layout area delta=24.1%, share of the synthesized netlist area taken by xor and xnor gates=between 10% and 20%, count of mapped cells out of synthesis=697, die boundary width=~120 um, fraction of layout cells with a size suffix above 1=about an eighth, worst vdd ir=between 0.00007 and 0.00008 V
## through the flow
step	power, W	utilization (%)	area [um2]	cells	hold WS [ns]
floorplan	0.000441	-	6600	697	0.449
global placement	0.000485	60.9	7720	923	0.463
detailed placement	0.000487	60.9	7720	923	0.477
CTS	0.000826	63.8	8080	941	0.496
global route	0.000853	63.8	8090	941	0.523
finish	0.000815	63.8	8090	941	0.499
## Yosys cell counts, drive strengths merged (3+ instances only)
cell      n
dfxtp   100
xnor2    63
buf      59
nand2    53
mux2i    37
inv      36
clkbuf   35
nor2b    33
o211a    32
fa       31
o211ai   28
nor2     22
o31ai    20
nand3    16
a21oi    15
nand4    14
o21ai    12
xor2     12
or4      11
o41ai    10
and4      7
nor4      7
and2      6
and3      5
dlxtn     5
nand2b    4
o21a      3
or2       3
or3       3
## routing by layer
metal	part of all wire, %	up-vias
li1	-	2502
met1	49	2357
met2	44	132
met3	6.5	9
met4	1.1	0
met5	0	-
## critical path, delay by kind of cell
kind / cells / cell delay [ns]
fa+ha+maj: 31 / 10.49
compound gates: 1 / 0.13
mux: 2 / 0.28
buf+inv: 4 / 0.33
simple gates: 2 / 0.11
xor+xnor: 1 / 0.17
## worst max path at each step
stage / from / to
after CTS: in1[31] / a_reg[31]$_SDFFE_PN0P_
after global routing: in1[31] / a_reg[31]$_SDFFE_PN0P_
final: in1[31] / a_reg[31]$_SDFFE_PN0P_
## layout make-up
type | count | area [um2]
Clock buffer | 12 | 246
Clock inverter | 4 | 72.6
Fill cell | 1079 | 4590
Inverter | 36 | 135
Multi-Input combinational cell | 462 | 3880
Sequential cell | 105 | 2080
Tap cell | 172 | 215
Timing Repair Buffer | 150 | 1450
## where the power goes
group          internal (W)  switching (W)  total [W]
Sequential         0.000361     0.00000489   0.000366
Clock              0.000202       0.000133   0.000335
Combinational     0.0000653      0.0000487   0.000114
Total              0.000628       0.000187   0.000815
## layout by cell type (no fill, tap or decap), drive strengths merged, types with 3 or more instances in the layout
cell type / n
a21oi: 15
and2: 6
and3: 5
and4: 7
buf: 21
clkbuf: 12
clkdlybuf4s50: 128
dfxtp: 100
dlxtn: 5
fa: 31
inv: 36
mux2i: 37
nand2: 53
nand2b: 4
nand3: 16
nand4: 14
nor2: 22
nor2b: 33
nor4: 7
o211a: 32
o211ai: 28
o21a: 3
o21ai: 12
o31ai: 20
o41ai: 10
or2: 3
or3: 3
or4: 11
xnor2: 63
xor2: 12
## cells by family after synthesis
kind of cell               Yosys count
adders and majority gates           33
DFF                                100
latches                              5
buffers and inverters              130
and+or+nand+nor                    188
AOI/OAI and AO/OA                  128
muxes                               38
xor gates and xnor gates            75
## what timing repair did
item	CTS	global route
setup buffers	2	0
pin swaps	2	0
endpoints found under the setup margin	9	8
hold endpoints to repair	0	0
resized	19	2
Power figures rest on the tool's default switching activity, not on a simulated workload.
