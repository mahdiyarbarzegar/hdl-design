`./run.sh`:
```
#!/bin/bash
# OpenROAD 26Q1-2900-gdf79404cd8, Yosys 0.63+post, stock flow scripts
make -C /OpenROAD-flow-scripts/flow DESIGN_CONFIG=/design/flow/config.mk WORK_HOME=/design/flow/orfs finish
```
`./config.mk`:
```
export PLATFORM = sky130hd
export DESIGN_NAME = shift_add_multiplier
export DESIGN_NICKNAME = shift_add_multiplier
export VERILOG_FILES = /design/flow/design.v
export SDC_FILE = /design/flow/constraint.sdc
export NUM_CORES = 4
export LEC_CHECK = 1
export CORE_AREA = 10 10 98 98
export DIE_AREA = 0 0 108 108
```
`./constraint.sdc`:
```
current_design shift_add_multiplier

set clk_period 2.5
set clk_io_pct 0.2

create_clock -name clk0 -period $clk_period [get_ports {clk}]

set non_clock_inputs [all_inputs -no_clocks]
set_input_delay [expr $clk_period * $clk_io_pct] -clock clk0 $non_clock_inputs
set_output_delay [expr $clk_period * $clk_io_pct] -clock clk0 [all_outputs]
```
`./design.v`:
```
module shift_add_multiplier #(
  parameter MUL_WIDTH = 4
) (
  input                        clk,
  input                        rst_n,
  input                        start,
  input                        sign,
  input      [  MUL_WIDTH-1:0] data_in1,
  input      [  MUL_WIDTH-1:0] data_in2,
  output     [2*MUL_WIDTH-1:0] data_out,
  output reg                   ready
);
  reg  [  MUL_WIDTH-1:0] multiplicand;
  reg  [2*MUL_WIDTH-1:0] product;
  reg                    running;
  reg  [  MUL_WIDTH-1:0] counter;
  reg                    shift_right;
  wire                   in1_sign_bit;
  wire                   in2_sign_bit;
  wire                   product_sign_bit;
  wire [  MUL_WIDTH-1:0] in1;
  wire [  MUL_WIDTH-1:0] in2;
  wire [  MUL_WIDTH-1:0] sum_result;
  assign in1_sign_bit = data_in1[MUL_WIDTH-1];
  assign in2_sign_bit = data_in2[MUL_WIDTH-1];
  assign product_sign_bit = product[2*MUL_WIDTH-1];
  assign in1 = sign ? in1_sign_bit ? (~data_in1 + 1) : data_in1 : data_in1;
  assign in2 = sign ? in2_sign_bit ? (~data_in2 + 1) : data_in2 : data_in2;
  assign sum_result = multiplicand + product[2*MUL_WIDTH-1:MUL_WIDTH];
  assign data_out     = sign? (in1_sign_bit^in2_sign_bit^product_sign_bit)?(~product[2*MUL_WIDTH-1:0]+1):product[2*MUL_WIDTH-1:0]:product[2*MUL_WIDTH-1:0];
  always @(posedge clk) begin
    if (counter == MUL_WIDTH) begin
      ready   <= 'b1;
      running <= 'b0;
    end else begin
      if (running == 'b1) begin
        if (product[0] == 'b1 && shift_right == 'b0) begin
          product     <= {sum_result, product[MUL_WIDTH-1:0]};
          shift_right <= 'b1;
        end else begin
          shift_right <= 'b0;
          product     <= {1'b0, product[2*MUL_WIDTH-1:1]};
          counter     <= counter + 1;
        end
      end
    end
    if (running == 'b0 && start == 'b1) begin
      multiplicand <= in1;
      product      <= {{MUL_WIDTH{1'b0}}, in2};
      running      <= 'b1;
      ready        <= 'b0;
      counter      <= 'd0;
      shift_right  <= 'b0;
    end
    if (rst_n == 'b0) begin
      multiplicand <= {MUL_WIDTH{1'b0}};
      product      <= {2 * {MUL_WIDTH{1'b0}}};
      ready        <= 'b1;
      running      <= 'b0;
      counter      <= 'd0;
      shift_right  <= 'b0;
    end
  end
endmodule
```
==> results.toml <==
# physical design summary
[run_status]
status = "finished, final reports clean"

[setup_path]
startpoint_type = "input pin"
slowest_delay_ns = 0.49
arrival_ns = 1.97
cp_cell_sequence = "clkdlybuf4s15_2, xor3_1, nand2_2, nor2_1, xor2_1, clkdlybuf4s50_1"
required_ns = 2.00
criticalPathCategory = "in2out"
end_kind = "primary output"
slowest_stage = "clkdlybuf4s50_1"
crit_fanout = 5

[final_timing]
tightest_slew_ns = 0.440
max_clock_freq_mhz = 405
drv_slew = 0
period_used_pct = 98.7
period_needed_ns = 2.47
setup_viol = 0
skew_ns = 0.000736
slew_headroom_pct = 70.7
hold_violations = 0
tns_ns = 0
rsz0062_at_grt = "yes"

[synth]
ys.flop_type = "dfxtp_1"
synth-simple-area-share_pct = 21.5
synth_top_area_share_pct = 30.8
mux_area_share_pct = 5.87
yosys_area_um2 = 1240
ys_sh_aoi_pct = 15.7
synthTopLogicFamily = "simple AND/OR/NAND/NOR gates"
syn_avg_cell_area_um2 = 8.24
synthCells = 150
synth_flops = 19
yosys_warnings = 1
synth-edff-count = 0
synth_area_um2 = 1240
yosysTopAreaCell = "dfxtp_1"
ys_async_sr_fraction_pct = 0
synthAdderAreaFrac_pct = 9.72
synth_cell_types = 38
yosys-top-cells-area = "dfxtp_1, ha_1, xor2_1, nand2_1, mux2i_1"
ys_cells = 150
synth-xor-area-share_pct = 9.72
yosysSeqAreaShare_pct = 30.8

[global_routing]
grt_max_degree = 13
groute.usage.overall_pct = 5.46
grt_antenna_before_repair = 0
grt_pass1_wl_um = 5210
grt-ovfl-total = 0
first_global_vias = 1084

[finish]
utilization_pct = 21.5
drive_above_1_share_pct = 12.0
logic_area_um2 = 792
seq_area_um2 = 382
syn2layout_area_growth_pct = 33.1
n_fill_cell = 820

[floorplan]
chipWidth_um = 108
fp_util_pct = 16.2
die_y_um = 108
die-area_um2 = 11700
coreArea_um2 = 7650
std_cell_rows = 32
io_pins = 21

[clock_tree]
cts_inserted_buffers = 3
root_buffer = "clkbuf_8"
cts.htree.levels = 1
clk_pin_slew_worst_paths_ns = 0.07
cts.path.max_buffers = 2
clock_latency_ns = 0.25
cts_tree = "yes"
cts.sinks = 19

[routing]
drt-pass1-iter-count = 4
drtIter0Drc = 45
ant_nets = 0
drc = 0
avgViaCountPerCell = 3.79
routedWlPerCell_um = 10.7
totalWireLength_um = 2970
vias = 1049
diodes = 0

[pwr]
powerDensity_nw_per_um2 = 461
vdd_drop_max_v = 0.000206
p_leak_nw = 0.687

[job]
cap_violations = 0
tool_warnings = 27

[min_path]
hp-class = "reg2reg"

[place]
hpwl_um = 2410
port_buffers = 20
gp_congestion = 0.847
[worst paths after layout]
check | start | to | slack [ns] | cells past startpoint
worst max-delay path | data_in1[3] | data_out[3] | 0.03 | 6
worst min-delay path | shift_right$_SDFFE_PP0P_ | shift_right$_SDFFE_PP0P_ | 0.47 | 2
worst max register to register | product[6]$_SDFFE_PP0P_ | product[7]$_SDFFE_PP0P_ | 0.65 | 5
worst min register to register | shift_right$_SDFFE_PP0P_ | shift_right$_SDFFE_PP0P_ | 0.47 | 2
[report_power, final]
| part | switching, mW | internal (mW) |
|---|---|---|
| Clock | 0.100 | 0.113 |
| Combinational | 0.0933 | 0.112 |
| Sequential | 0.0194 | 0.321 |
[synth_stat cells (all sizes together), types with 4 or more instances]
| library cell | instances |
|---|---|
| o21ai | 6 |
| inv | 13 |
| nor2 | 13 |
| mux2i | 5 |
| a21oi | 8 |
| nand3 | 6 |
| dfxtp | 19 |
| xor2 | 7 |
| buf | 4 |
| nor3 | 4 |
| nand2 | 16 |
| ha | 8 |
| xnor2 | 4 |
[critical path: cells and delay by family]
family	cells	cell delay, ns
buffers and inverters	2	0.70
xor gates and xnor gates	2	0.50
and+or+nand+nor	2	0.27
[stage by stage]
step / hold WS (ns) / cells / power (mW) / instance area, um2 / setup slack (ns)
after detailed placement: 0.458 / 272 / 0.551 / 1570 / -0.327
after global placement: 0.455 / 272 / 0.549 / 1570 / -0.319
after floorplan: 0.445 / 150 / 0.457 / 1240 / 0.696
after global routing: 0.521 / 277 / 0.812 / 1650 / -0.0968
final: 0.468 / 277 / 0.758 / 1650 / 0.0327
after CTS: 0.469 / 276 / 0.768 / 1630 / 0.00134
[layout make-up]
| cell class | instances | share of cell area [%] |
|---|---|---|
| Inverter | 13 | 2.97 |
| Clock buffer | 4 | 2.74 |
| Multi-Input combinational cell | 112 | 48.1 |
| Sequential cell | 19 | 23.2 |
| Tap cell | 102 | 7.76 |
| Timing Repair Buffer | 27 | 15.2 |
[flip-flops by register name, indices dropped and copies added, names as in the netlist]
signal	cells
product	8
counter	4
multiplicand	4
ready	1
running	1
shift_right	1
[cell usage in the layout, fill, tap and decap left out, types with 2 or more instances in the layout]
master	instances
a31oi_1	2
nand3b_1	2
nand2b_1	2
a211oi_1	3
or3_1	2
clkdlybuf4s50_1	16
dlygate4sd2_1	3
o31ai_1	3
xor2_1	7
buf_4	7
nor2b_1	3
mux2i_1	5
nand4_1	3
nand3_1	5
nor2_1	12
xnor2_1	3
o21ai_0	6
a21boi_0	3
nor3_1	4
inv_1	13
ha_1	8
a21oi_1	7
dfxtp_1	18
clkbuf_8	3
nand2_1	15
[cells by family after synthesis]
group                    after synthesis
AND-OR/OR-AND                         30
multiplexers                           7
XOR/XNOR                              12
buffers and inverters                 19
adder cells (fa/ha/maj)                9
AND/OR/NAND/NOR                       54
flip-flops                            19
[per-layer routing]
| layer | vias up | global-route usage [%] | routed length (um) |
|---|---|---|---|
| met1 | 472 | 6.78 | 1310 |
| met4 | 0 | 0.286 | 18 |
| met2 | 11 | 9.44 | 1500 |
| li1 | 564 | - | - |
| met3 | 2 | 1.81 | 134 |
| met5 | - | 0 | 0 |
[what timing repair did]
action | in CTS | in global routing
pin swaps | 2 | 0
buffers inserted | 0 | 1
hold buffers | 0 | 0
setup endpoints to repair | 7 | 5
gates resized | 10 | 2
Power and IR drop assume default switching activity.
