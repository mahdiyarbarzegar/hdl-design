==> flow/design.v <==
module array_multiplier #(
  parameter MUL_SIZE = 4
) (
  input                   sign,
  input  [  MUL_SIZE-1:0] a_in,
  input  [  MUL_SIZE-1:0] b_in,
  output [2*MUL_SIZE-1:0] m_out
);
  parameter MID_SIZE = 2 * MUL_SIZE;
  wire [  MID_SIZE-1:0] a[MID_SIZE:0];
  wire [  MID_SIZE-1:0] b[MID_SIZE:0];
  wire [  MID_SIZE-1:0] c[MID_SIZE:0];
  wire [2*MID_SIZE-1:0] p[MID_SIZE:0];
  assign a[0] = sign ? {{MUL_SIZE{a_in[MUL_SIZE-1]}}, a_in} : {{MUL_SIZE{1'b0}}, a_in};
  assign b[0] = sign ? {{MUL_SIZE{b_in[MUL_SIZE-1]}}, b_in} : {{MUL_SIZE{1'b0}}, b_in};
  assign c[0] = {MID_SIZE{1'b0}};
  assign p[0] = {(2 * MID_SIZE - 1) {1'b0}};
  genvar i, j;
  generate
    for (i = 0; i < MID_SIZE; i = i + 1) begin : mul_row
      for (j = 0; j < MID_SIZE; j = j + 1) begin : mul_col
        mul_slice mul (
          .ai(a[j][i]),
          .bi(b[i][j]),
          .pi(p[i][i+j]),
          .ci(c[j][i]),
          .ao(a[j+1][i]),
          .bo(b[i+1][j]),
          .po(p[i+1][i+j]),
          .co(c[j+1][i])
        );
      end
      assign p[i+1][MID_SIZE+i] = c[MID_SIZE][i];
      assign m_out[i]           = p[i+1][i];
    end
  endgenerate
endmodule
module mul_slice (
  input  ai,
  input  bi,
  input  pi,
  input  ci,
  output ao,
  output bo,
  output po,
  output co
);
  wire adder_input;
  assign adder_input = ai & bi;
  assign ao          = ai;
  assign bo          = bi;
  full_adder fa (
    .in1 (adder_input),
    .in2 (pi),
    .cin (ci),
    .sum (po),
    .cout(co)
  );
endmodule
module full_adder (
  input  in1,
  input  in2,
  input  cin,
  output sum,
  output cout
);
  assign sum  = in1 ^ in2 ^ cin;
  assign cout = (in1 & in2) | (in1 & cin) | (in2 & cin);
endmodule
==> flow/run.sh <==
#!/bin/bash
# OpenROAD 26Q1-2900-gdf79404cd8, Yosys 0.63+post, stock flow scripts
make -C /OpenROAD-flow-scripts/flow DESIGN_CONFIG=/design/flow/config.mk WORK_HOME=/design/flow/orfs finish
==> flow/config.mk <==
export PLATFORM = sky130hd
export DESIGN_NAME = array_multiplier
export DESIGN_NICKNAME = array_multiplier
export VERILOG_FILES = /design/flow/design.v
export SDC_FILE = /design/flow/constraint.sdc
export NUM_CORES = 4
export LEC_CHECK = 1
export CORE_AREA = 10 10 82 82
export DIE_AREA = 0 0 92 92
==> flow/constraint.sdc <==
current_design array_multiplier

set clk_period 8.7
set clk_io_pct 0.2

create_clock -name clk0 -period $clk_period

set non_clock_inputs [all_inputs -no_clocks]
set_input_delay [expr $clk_period * $clk_io_pct] -clock clk0 $non_clock_inputs
set_output_delay [expr $clk_period * $clk_io_pct] -clock clk0 [all_outputs]
==> results.txt <==
The full implementation flow was run.

The flow ran to the end, and the final reports show no timing, DRC or antenna violations. The number of buffer and inverter instances along the worst setup path stands at 4. Of the total power, combinational logic draws 100.0%. The total grt overflow stands at 0. In this run the mean area of a mapped cell was 10.18 sq um. The count of vias placed by the detailed router stands at 463.

The initial antenna violation count was 0. Before placement the cells fill 13.24% of the core. By area the synthesized netlist is led by fa_1, ha_1, buf_4. In this design, the largest share of critical-path delay is due to adder cells. The area share of the largest cell type after synthesis stands at 41.71%. The power per unit of standard cell area stands at 94.46 mW/mm^2.

The width of the die stands at 92 um. The iteration tally of the first detailed-router pass stands at 4. The sequential element share of the synthesized area stands at 0%.

Adding up every negative setup slack in the final design gives 0 ns. Data arrives at the worst endpoint at 6.92 ns. The post-synthesis instance area stands at 671.9 sq um. The per-cell routed wire length stands at 8.735 um. The overall global routing resource usage stands at 3.410%. The number of maximum-capacitance violations recorded for the run is 0.

The region available for standard cell placement spans 0.005075 sq mm. The last timing report of the flow puts the setup violation total at 0. According to the I/O placement log, the pin count is 17. The cell count listed in synth_stat.txt stands at 66. STA classifies the critical path startpoint as an input port. The number of sequential cells stands at 0.

Counting the warning lines in the Yosys log gives 1. The clock share of power stands at 0%. Of all cell types, the one taking the most synthesized area is fa_1. The internal power consumption stands at 58.98 uW. The count of antenna-violating nets left after detailed routing stands at 0. The data required time of the worst path stands at 6.96 ns. Counting stages on the worst path, the most repeated cell is fa_2. Counting pins that exceed their max-slew limit in the final report gives 0. OpenROAD emitted warnings numbering 33. Looking at the critical path, the single cell with the biggest stage delay is fa_2.

The actual transition at the worst max-transition pin stands at 0.2130 ns. The floorplan has 26 rows. Entering global routing, the biggest net connects 9 pins. By startpoint and endpoint, the worst setup path is classified as in2out. The area of the die stands at 0.008464 sq mm. The worst vdd rail ir drop stands at 0.02544 mV.

The worst setup path is captured at an output port. Setup repair after global routing could not meet its margin everywhere. Compared with the post-synthesis result, the final layout area differs by 44.51%. The type recorded for the worst min-delay path is in2out. The switching part of the total power stands at 35.70%.

The tally of non-filler cells in the final layout stands at 155. For this run, the top clock speed supported by timing is 115.5 MHz. After detailed placement, the total cell area comes to 952.2 sq um. Sequential cells burn 0% of the power.

The number of cells in the design after placement stands at 155. The number of DRC violations after detailed routing stands at 0. The floorplan step set the die height to 92 um. Per the layout area report, the register area comes to 0 sq um. The share of layout cells above drive strength 1 stands at 43.53%. The signal on the critical path passes through buf_2, and2_4, ha_4, inv_2, fa_2, fa_2, inv_2, fa_2, fa_2, fa_2, fa_2, fa_2, fa_1, fa_1, ha_2, xor2_2, xnor2_2, xnor3_1, buf_2. The via count of the first global-routing pass stands at 558. The number of vias per cell stands at 2.987. Per the detail_route report, inserted antenna diodes total 0. The total of clock buffers placed in the layout stands at 0.

Hold-check failures listed in the final report amount to 0. The quantity of I/O buffers inserted on ports stands at 17. The number of setup buffers added after CTS stands at 0. The congestion estimate from routability-driven global placement came to 0.7789. The worst hold path passes through 7 cells. The overall routed net length stands at 1354 um.

The utilization after layout stands at 19.13%. The portion of the clock cycle consumed by the worst path in the final layout stands at 99.51%. The detailed router finished its first iteration with 17 violations. The script extracted a net switching power of 32.74 uW. The post-synthesis cell count stands at 66.

The STA report counts the stages on the worst setup path as 19. Per the timing report, the biggest fanout along the worst path comes to 2. Counting distinct cell types in the post-synthesis netlist gives 15. The analysis attributes to cell leakage a power of 0.0004256 uW. The maximum cell stage delay along the critical path stands at 0.55 ns. For the completed layout, the total cell area is recorded as 970.9 sq um.

The final critical path time including I/O delays and setup stands at 8.657 ns. The total of hold buffers inserted after clock tree synthesis stands at 0. According to the Yosys statistics, the synthesized design has a chip area of 671.9 sq um. The wire length of the first global-routing pass stands at 2497 um. The worst pin sits at a relative slew slack of 85.75%.
-- per-stage QoR --
stage	hold slack [ns]	setup slack [ns]	total power [uW]
after global placement	4.633	-0.9552	99.59
after floorplan	3.666	0.01940	67.34
final	4.233	0.04278	91.72
after detailed placement	4.620	-0.9712	98.36
after CTS	4.274	0.006660	96.11
after global routing	4.304	-0.1207	106.0
-- power by group through the flow --
stage                 Combinational, uW  Sequential, uW  Clock, uW
final                              91.7               0          0
after CTS                          96.1               0          0
after global routing                106               0          0
-- metal layers --
metal | wire (um) | GRT usage [%] | vias to the layer above
met5 | 0 | 0 | -
met4 | 0 | 0 | 0
met3 | 44 | 0.4942 | 0
met2 | 701 | 6.529 | 7
met1 | 608 | 4.150 | 219
li1 | - | - | 237
-- cell type report --
| cell class | instances | area [sq um] |
|---|---|---|
| fillers | 586 | 4104 |
| multi-input cells | 52 | 635.6 |
| repair buffers | 27 | 225.2 |
| well taps | 70 | 87.58 |
| inverters | 6 | 22.52 |
-- synthesized netlist by cell type (2+ instances only) --
cell type	n
nand3_1	3
ha_1	6
and2_1	6
and3_1	2
inv_1	6
xor2_1	2
nand2_1	5
fa_1	14
and2_2	5
buf_4	8
xnor2_1	4
and3_2	2
-- cells by family after synthesis --
kind of cell               Yosys count  share of synthesized area, %
and+or+nand+nor                     24                         21.23
adders and majority gates           20                         52.89
buffers and inverters               14                         12.29
xor gates and xnor gates             8                         13.59
-- worst paths after layout --
| path | slack [ns] | startpoint | to |
|---|---|---|---|
| max | 0.04 | a_in[0] | m_out[7] |
| min | 4.23 | b_in[0] | m_out[7] |
-- cell usage in the layout (no fill, tap or decap), types with 2 or more instances in the layout --
cell type        Yosys  routed
clkdlybuf4s50_1      0      11
buf_4                8      10
fa_2                 0       8
fa_1                14       6
and2_1               6       5
nand2_1              5       5
inv_1                6       4
and2_2               5       4
xnor2_1              4       4
ha_1                 6       4
buf_2                0       4
nand3_1              3       3
and3_2               2       2
and3_1               2       2
and2_4               0       2
inv_2                0       2
-- repair_timing --
action / 4_1_cts / 5_1_grt
pin swaps: 15 / 4
setup endpoints to repair: 2 / 2
gates resized: 37 / 0
Power figures rest on the tool's default switching activity, not on a simulated workload.
